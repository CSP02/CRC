File: config.mk
export PLATFORM = sky130hd
export DESIGN_NAME = crc_validator
export DESIGN_NICKNAME = crc_validator
export VERILOG_FILES = /design/flow/design.v
export SDC_FILE = /design/flow/constraint.sdc
export NUM_CORES = 4
export LEC_CHECK = 1
export CORE_AREA = 10 10 96 96
export DIE_AREA = 0 0 106 106
File: design.v
`timescale 1ns / 1ps
module crc_validator #(parameter CRC4 = 5'b10011)(
    input clk, rst, 
    input [11:0] data_in,
    output reg done, valid
);
    reg [3:0] shift_count;
    reg [11:0] data_in_temp;
    reg crc_done;
    initial begin
        valid <= 1'b0;
        shift_count <= 4'b0000;
        crc_done <= 1'b0;
        done <= 1'b0;
    end
    always @(posedge clk) begin
        if(rst | crc_done) begin
            data_in_temp <= data_in;
            shift_count <= 4'b0000;
            done <= 1'b0;
            crc_done <= 1'b0;
            valid <= 1'b0;
        end
        else begin
            if(!data_in_temp[11]) begin
                data_in_temp <= data_in_temp << 1;
                shift_count <= shift_count + 1;
            end
            else begin
                data_in_temp[11:7] <= data_in_temp[11:7] ^ CRC4;
            end
            if(shift_count > 7) begin
                crc_done <= 1'b1;
                done <= 1'b1;
                if(data_in_temp == 0) valid <= 1'b1;
            end
        end
    end
endmodule
File: constraint.sdc
current_design crc_validator

set clk_period 2.4
set clk_io_pct 0.2

create_clock -name clk0 -period $clk_period [get_ports {clk}]

set non_clock_inputs [all_inputs -no_clocks]
set_input_delay [expr $clk_period * $clk_io_pct] -clock clk0 $non_clock_inputs
set_output_delay [expr $clk_period * $clk_io_pct] -clock clk0 [all_outputs]
File: run.sh
#!/bin/bash
# OpenROAD 26Q1-2900-gdf79404cd8, Yosys 0.63+post, stock flow scripts
make -C /OpenROAD-flow-scripts/flow DESIGN_CONFIG=/design/flow/config.mk WORK_HOME=/design/flow/orfs finish
==> run summary <==
Results of the implementation run.

The first-pass GRT wire length is 2620 um. The script computed a power per unit cell area of 616 nW/um^2. The sequential cell fraction of total power came out at 57.2%. Per the detail_route report, the via count comes to 539. The placer congestion estimate is 0.804.

The number of antenna violations at the first check in global routing is 1. Dividing the detail-routed wire length by the instance count gives 8.33 um. In the routed netlist, the antenna diode instances number 0. The synthesized netlist contains 21 unique library cells. The final critical-path share of the clock period came out at 68.2%. The run finished with clean final reports.

Summing over the stages, the warning tally comes to 25. Post-CTS repair changed the size of 0 cells. The growth of design area from synthesis to finish came out at 34.8%. STA classifies the critical path startpoint as an input pin. By instance count after routing, the leading logic cell type is sky130_fd_sc_hd__nand2_1. The combinational power share is 12.6%. The largest individual stage delay along the critical path comes from the cell sky130_fd_sc_hd__clkdlybuf4s50_1. The total of fill cells in the finished design is 818.

Before placement the cells fill 11.4% of the core. For the final routed database, the setup TNS stands at 0 ns. The achievable frequency came out at 0.611 GHz. The maximum number of pins on one net before global-route repair is 23. TritonCTS reports the number of clock sinks as 18. The overall die area came out at 11200 um^2. The average footprint of a synthesized cell is 10.6 um^2.

The signal on the critical path passes through clkdlybuf4s50_1 > nor2_1 > nand2_1. The cell area that synthesis handed to floorplanning was 820 um^2. The tool flagged a number of max-cap violations equal to 0. The overall power after layout came out at 0.000680 W. The endpoint identified for the worst register-to-register timing path is data_in_temp[9].

Hold analysis lists the worst path endpoint as valid. Setup repair after global routing left no endpoint under its margin. The stage delay of the slowest cell on the critical path came out at 0.42 ns. The top cell types in the final layout, fill and taps aside, are sky130_fd_sc_hd__nand2_1, sky130_fd_sc_hd__clkdlybuf4s50_1, sky130_fd_sc_hd__edfxtp_1, sky130_fd_sc_hd__dfxtp_1, sky130_fd_sc_hd__nor2_1. The highest net fanout along the worst path is 9.

Yosys attributes the largest share of cell area to sky130_fd_sc_hd__edfxtp_1, sky130_fd_sc_hd__dfxtp_1, sky130_fd_sc_hd__nand2_1, sky130_fd_sc_hd__o21ai_2, sky130_fd_sc_hd__buf_6. The setup-violating endpoint count in the final report is 0. Per the repair_timing log after CTS, setup buffers inserted total 0. The top-area cell type share of the netlist area is 33.0%. The share of layout cells above drive strength 1 is 10.8%.

The worst path arrival time is 1.56 ns. The final HPWL from detailed placement came out at 1290 um. The worst-case reg-to-reg setup slack stands at 1.09 ns. The yosys-reported design area after synthesis came out at 820 um^2.

The die is 106 um tall. The depth of the CTS H-tree is 1. The transition time of the tightest slew-check pin is 0.415 ns. Counting the warning lines in the Yosys log gives 1.

The buffer and inverter count on the worst path is 1. The core area came out at 7210 um^2. The via count of the first global-routing pass is 555. The data required time of the worst path came out at 2.32 ns. The combinational gate area is 328 um^2.

The overall fraction of global-route tracks in use is 2.93%. The width of the die came out at 106 um. STA lists the startpoint of the worst hold path as valid.

The clock latency of the later-clocked register in the worst-skew pair came out at 0.25 ns. The number of buffers created by CTS came out at 3. The post-detailed-routing wire length is 1600 um. The violation tally from detailed-route iteration zero is 7. The internal power of the cells is 0.000522 W.

The hold violation count in the final report is 0. The report lists the number of standard-cell rows as 31. The number of cells on the worst hold path is 2. The yosys cell count came out at 77.

The worst setup slack before clock tree synthesis is 0.478 ns. The peak ir drop on the vdd network came out at 237 uV. In the final report, the number of pins over their slew limit comes to 0. The number of DRC violations after detailed routing is 0. The timing report attributes the biggest portion of critical-path delay to simple AND/OR/NAND/NOR gates. The remaining global-route overflow came out at 0.

The top-level I/O count is 16. STA classifies the critical path endpoint as a flip-flop. Of the synthesized area, sequential elements account for 55.0%. The critical path start-end classification is in -> reg. The setup clock skew after layout is 0.00194 ns. The number of nets with antenna violations after routing came out at 0. The switching power as a share of total power is 23.2%. The via-per-instance ratio came out at 2.81. After clock tree synthesis, the clock-pin slew on the worst setup and hold paths is 0.06 ns. The leakage dissipation is 0.439 nW.

The buffer levels on the longest clock path came out at 2. The final core area utilization is 15.3%. CTS placed an instance of sky130_fd_sc_hd__clkbuf_8 at the clock tree root. The number of search-and-repair iterations in the first detailed-routing pass came out at 2. For the finished layout, the period the worst path requires is 1.64 ns.

Measured against its own limit, the worst slew margin works out to 72.2%. The clock power share came out at 30.2%. Synthesis produced a netlist whose cell count is 77. The post-synth register bit count is 18. The worst reg2reg path startpoint is done. TritonCTS built the clock tree. The type recorded for the worst min-delay path is reg -> reg. Across the whole layout, storage elements account for 450 um^2. The worst slack on hold paths came out at 0.502 ns.

Of all cell types, the one taking the most synthesized area is sky130_fd_sc_hd__edfxtp_1. The worst register-to-register path has a depth of 2. The number of hold buffers added after CTS is 0. The worst path meets setup with 0.763 ns of slack. The port buffer count came out at 15. Summed over all nets, the switching power comes to 0.000158 W.
==> state kept, by name (all words and copies together) (netlist names) <==
register,cells
data_in_temp,12
done,1
shift_count,4
valid,1
==> power groups by stage <==
stage	logic [W]	registers [W]	clock network, W
CTS	0.0000882	0.000390	0.000213
global route	0.000101	0.000393	0.000234
finish	0.0000858	0.000389	0.000205
==> worst max path at each step <==
stage	start	endpoint	slack, ns	depth (start not counted)
5_1_grt	rst	data_in_temp[10]	0.62	3
4_1_cts	rst	data_in_temp[1]	0.74	3
6_report	rst	data_in_temp[9]	0.76	3
==> metrics by stage <==
stage,std cells,cell area [um^2]
final,192,1100
after detailed placement,188,1060
after floorplan,77,820
after CTS,192,1100
after global routing,192,1100
after global placement,188,1060
==> logic make-up after synthesis <==
| kind of cell | after synthesis | synth area share (%) |
|---|---|---|
| AOI/OAI and AO/OA | 6 | 6.26 |
| xor gates and xnor gates | 3 | 3.21 |
| adders and majority gates | 1 | 1.53 |
| buffers and inverters | 5 | 5.04 |
| DFF | 18 | 55.0 |
| muxes | 3 | 3.66 |
| and+or+nand+nor | 41 | 25.3 |
==> per-layer routing <==
| metal | vias to the layer above | track usage [%] | routed length, um |
|---|---|---|---|
| met5 | - | 0 | 13 |
| met4 | 2 | 0.0967 | 1 |
| met3 | 2 | 2.57 | 230 |
| met2 | 19 | 4.37 | 691 |
| met1 | 228 | 3.27 | 663 |
| li1 | 288 | - | - |
==> final cells by class <==
type                       instances  share of cell area, %
clock buffer                       3                   3.74
tap                               99                   11.2
clock inverter                     1                  0.340
timing repair buffer              15                   13.6
inverter                           2                  0.680
sequential                        18                   40.8
multi-input combinational         54                   29.7
==> tightest hold or removal path, delay by kind of cell (launching register included) <==
kind | cells | cell delay [ns]
flip-flops | 1 | 0.34
AND/OR/NAND/NOR | 1 | 0.07
AND-OR/OR-AND | 1 | 0.05
==> synth_stat cells <==
library cell,n
sky130_fd_sc_hd__or2_4,1
sky130_fd_sc_hd__nand2b_1,2
sky130_fd_sc_hd__nand4b_4,1
sky130_fd_sc_hd__and2_1,2
sky130_fd_sc_hd__o31ai_1,1
sky130_fd_sc_hd__nor4_1,1
sky130_fd_sc_hd__xor2_1,2
sky130_fd_sc_hd__dfxtp_1,9
sky130_fd_sc_hd__nor3_1,1
sky130_fd_sc_hd__a41oi_1,1
sky130_fd_sc_hd__nor4b_2,1
sky130_fd_sc_hd__and2b_1,1
sky130_fd_sc_hd__o21ai_2,4
sky130_fd_sc_hd__mux2i_1,3
sky130_fd_sc_hd__buf_6,3
sky130_fd_sc_hd__edfxtp_1,9
sky130_fd_sc_hd__inv_1,2
sky130_fd_sc_hd__xnor2_1,1
sky130_fd_sc_hd__nand2_1,24
sky130_fd_sc_hd__nor2_1,7
sky130_fd_sc_hd__ha_1,1
Power is estimated from default activity; no workload was simulated.
