==> flow/design.v <==
`timescale 1ns / 1ps
module crc_generator #(parameter CRC4 = 5'b10011) (
    input clk, rst, 
    input [7:0] raw_data_in,
    output reg done,
    output reg [11:0] data_out
);
    reg [3:0] shift_count;
    reg [11:0] data_in_z;
    reg crc_done;
    initial begin
        data_out <= 12'b0;
        shift_count <= 4'b0000;
        crc_done <= 1'b0;
        done <= 1'b0;
    end
    always @(posedge clk) begin
        if(rst | crc_done) begin
            data_in_z <= {raw_data_in, 4'b0};
            shift_count <= 4'b0000;
            done <= 1'b0;
            crc_done <= 1'b0;
        end
        else begin
            if(!data_in_z[11]) begin
                data_in_z <= data_in_z << 1;
                shift_count <= shift_count + 1;
            end
            else begin
                data_in_z[11:7] <= data_in_z[11:7] ^ CRC4;
            end
            if(shift_count > 7) begin
                crc_done <= 1'b1;
                done <= 1'b1;
                data_out <= {raw_data_in, 4'b0} | {7'b0, data_in_z[11:8]};
            end
        end
    end
endmodule
==> flow/run.sh <==
#!/bin/bash
# OpenROAD 26Q1-2900-gdf79404cd8, Yosys 0.63+post, stock flow scripts
make -C /OpenROAD-flow-scripts/flow DESIGN_CONFIG=/design/flow/config.mk WORK_HOME=/design/flow/orfs finish
==> flow/config.mk <==
export PLATFORM = sky130hd
export DESIGN_NAME = crc_generator
export DESIGN_NICKNAME = crc_generator
export VERILOG_FILES = /design/flow/design.v
export SDC_FILE = /design/flow/constraint.sdc
export NUM_CORES = 4
export LEC_CHECK = 1
export CORE_AREA = 10 10 82 82
export DIE_AREA = 0 0 92 92
==> flow/constraint.sdc <==
current_design crc_generator

set clk_period 3.9
set clk_io_pct 0.2

create_clock -name clk0 -period $clk_period [get_ports {clk}]

set non_clock_inputs [all_inputs -no_clocks]
set_input_delay [expr $clk_period * $clk_io_pct] -clock clk0 $non_clock_inputs
set_output_delay [expr $clk_period * $clk_io_pct] -clock clk0 [all_outputs]
==> results.json <==
{
  "status": "complete, no violations",
  "clock.fmax_mhz": 467,
  "finalClockSkew_ns": 0.00534,
  "drtPass1Iterations": 2,
  "final_util_pct": 24.6,
  "globalplace.congestion": 0.782,
  "cts_hold_buf": 0,
  "tns_ns": 0,
  "antenna_found_initial": 0,
  "ant_nets": 0,
  "fin_area_sq_um": 1250,
  "routedWlPerCell_um": 10.5,
  "cts_inserted_buffers": 3,
  "syn-mean-instance-area_sq_um": 13.7,
  "dr.first_iter.drc_count": 40,
  "die_w_um": 92,
  "worst_pin_slew_ns": 0.759,
  "fp_util_pct": 18.1,
  "path_max_fanout": 12,
  "grt_pass1_wl_um": 2650,
  "ys.flop_type": "edfxtp_1",
  "min_period_over_period_pct": 54.9,
  "numPortBuffers": 22,
  "required_ns": 3.80,
  "drv_cap": 0,
  "ys_area_sq_um": 920,
  "synth.distinct_cells": 20,
  "rows": 26,
  "grt-ovfl-total": 0,
  "synth_flops": 25,
  "worst_setup_path_end_kind": "flop",
  "grt_setup_unrepaired": "no",
  "r2r.worst_path.cells": 2,
  "peakVddDrop_v": 0.000186,
  "cts.reportedPaths.clkPinSlew_ns": 0.08,
  "insertedDiodeCount": 0,
  "top_area_share_pct": 55.5,
  "syn-cell-area_sq_um": 920,
  "post-dp-hpwl_um": 1330,
  "clockBufferDepth": 2,
  "pin_count": 23,
  "yosys.area.top_type": "edfxtp_1",
  "h-tree-depth": 1,
  "layout-area-overhead-vs-synth_pct": 35.5,
  "cts_setup_buffers": 0,
  "async_reset_ff_share_pct": 0,
  "setup_viol": 0,
  "grt_usage_pct": 3.85,
  "yosysCellCount": 67,
  "grt_pass1_vias": 551,
  "routed-via-count": 548,
  "start_kind": "input port",
  "hold_path_depth": 0,
  "drc": 0,
  "finalMaxSlewViolations": 0,
  "place_area_sq_um": 1200,
  "area_leaders": "edfxtp_1, dfxtp_1, nand2_1, mux2i_1, buf_6",
  "worstHoldPathType": "reg -> reg",
  "drive_gt1_share_pct": 5.56,
  "clock_sinks": 25,
  "finalPower_mw": 0.495,
  "synthCells": 67,
  "chip_area_sq_um": 8460,
  "cts_root_buffer": "clkbuf_8",
  "cellPowerDensity_nw_per_um2": 397,
  "whs_endpoint": "data_out[0]",
  "finalWirelength_um": 1690,
  "arrival_ns": 2.04,
  "finalCriticalPeriod_ns": 2.14,
  "worstHoldStart": "data_in_z[8]",
  "clock_latency_ns": 0.26,
  "r2r-start": "done",
  "postSynthSeqShare_pct": 72.9,
  "warnings": 25,
  "worst-r2r-setup-slack_ns": 2.36,
  "maxSlewHeadroom_pct": 49.4,
  "grt_max_degree": 16,
  "core-area_sq_um": 5070,
  "edf_count": 17,
  "dieHeight_um": 92,
  "post_cts_resized": 0,
  "reg2reg_to": "data_out[6]",
  "cts_tree": "built",
  "hold_viol": 0,
  "leakage_nw": 0.454,
  "crit_type": "in -> reg",
  "yosysWarnings": 1,
  "viasPerCell": 3.43
}
-- worst max path at each step --
stage | endpoint | start | slack [ns] | cells past startpoint
4_1_cts | data_out[6] | rst | 1.73 | 3
5_1_grt | data_out[6] | rst | 1.64 | 3
6_report | data_out[6] | rst | 1.76 | 3
-- cell usage in the layout, fill, tap and decap left out --
cell              n
inv_1             2
o21ai_1           1
xor2_1            2
edfxtp_1         17
xnor2_1           1
nand3b_1          2
nor2_1            5
nand4b_1          1
or2_0             1
o31ai_1           1
o21ai_0           1
mux2i_1           3
nor2b_1           1
dfxtp_1           8
ha_1              1
and2_2            1
nand2_1          14
clkdlybuf4s50_1  22
clkinv_2          1
clkbuf_8          3
and2_1            2
-- worst max-delay path, cell delays in order --
cell	delay (ns)
clkdlybuf4s50_1	0.43
nor2_1	0.29
and2_1	0.54
-- synth_stat cells (2+ instances only) --
library cell and instances:
edfxtp_1 17, nand2_1 14, dfxtp_1 8, nor2_1 5
mux2i_1 3, and2_1 2, buf_6 2, inv_1 2
nand3b_1 2, xor2_1 2
-- power by group --
part / total, mW / leakage [nW] / switching, mW / internal [mW]
Clock: 0.146 / 0.0255 / 0.0751 / 0.0712
Combinational: 0.0370 / 0.200 / 0.0162 / 0.0208
Sequential: 0.311 / 0.228 / 0.0117 / 0.300
Total: 0.495 / 0.454 / 0.103 / 0.392
-- metrics by stage --
stage,cells,setup WS (ns),hold WS (ns)
after floorplan,67,2.12,0.408
after global placement,156,1.54,0.419
after detailed placement,156,1.45,0.430
after CTS,160,1.73,0.451
after global routing,160,1.64,0.455
final,160,1.76,0.450
-- sequential cells by signal (all words and copies together) (netlist names) --
| signal | count |
|---|---|
| data_out | 12 |
| done | 1 |
| shift_count | 4 |
| data_in_z | 8 |
-- cell families after synthesis --
group | Yosys count | share of synthesized area [%]
mux | 3 | 3.27
flops | 25 | 72.9
buf+inv | 5 | 3.81
xor+xnor | 3 | 2.86
simple gates | 27 | 13.9
fa+ha+maj | 1 | 1.36
compound gates | 3 | 1.90
-- per-layer routing --
metal / global-route usage (%) / part of all wire [%] / vias up
li1: - / - / 274
met4: 0.129 / 0 / 0
met3: 2.31 / 11 / 0
met2: 5.59 / 40 / 21
met5: 0 / 0 / -
met1: 5.15 / 49 / 253
-- area by class of cell --
type                       count  area (sq um)
sequential                    25           671
clock inverter                 1          5.00
multi-input combinational     37           214
inverter                       2          7.51
fill                         542          3830
timing repair buffer          22           220
tap                           70          87.6
clock buffer                   3          41.3
Power is estimated from default activity; no workload was simulated.
